### flow/design.v
package aggTypes;
     parameter integer QDEPTH_DIST = 8;
     parameter integer CACHE_DEPTH = 8;
     parameter integer AGG_KEY_BITS = 64;
     parameter integer AGG_ADDR_BITS = 10;
     typedef struct packed {
          logic [AGG_KEY_BITS-1:0] key;
          logic hit;
          logic last;
     } ext_t;
endpackage
package aggTypes;
    parameter integer QDEPTH_DIST = 8;
    parameter integer CACHE_DEPTH = 8;
    parameter integer AGG_KEY_BITS = 64;
    parameter integer AGG_ADDR_BITS = 10;
   typedef struct packed {
        logic hit;
        logic [AGG_KEY_BITS-1:0] key;
        logic last;
   } dist_t;
endpackage
`timescale 1ns / 1ps
import lynxTypes::*;
module hash #(
	parameter integer N_TABLES = 1,
	parameter integer N_BLOCKS = 2,
    parameter integer KEY_SIZE = 64,
    parameter integer TABLE_SIZE = 10
) (
    input  logic [N_TABLES-1:0][KEY_SIZE-1:0]     	key_in,
    output logic [N_TABLES-1:0][TABLE_SIZE-1:0]   	hash_out
);
logic [1-1:0][2-1:0][64-1:0][9:0] hash_lup;
assign hash_lup[0][0][0] = 0;
assign hash_lup[0][0][1] = 134;
assign hash_lup[0][0][2] = 773;
assign hash_lup[0][0][3] = 469;
assign hash_lup[0][0][4] = 545;
assign hash_lup[0][0][5] = 224;
assign hash_lup[0][0][6] = 48;
assign hash_lup[0][0][7] = 695;
assign hash_lup[0][0][8] = 695;
assign hash_lup[0][0][9] = 957;
assign hash_lup[0][0][10] = 392;
assign hash_lup[0][0][11] = 531;
assign hash_lup[0][0][12] = 850;
assign hash_lup[0][0][13] = 35;
assign hash_lup[0][0][14] = 54;
assign hash_lup[0][0][15] = 542;
assign hash_lup[0][0][16] = 687;
assign hash_lup[0][0][17] = 7;
assign hash_lup[0][0][18] = 392;
assign hash_lup[0][0][19] = 68;
assign hash_lup[0][0][20] = 427;
assign hash_lup[0][0][21] = 703;
assign hash_lup[0][0][22] = 603;
assign hash_lup[0][0][23] = 952;
assign hash_lup[0][0][24] = 866;
assign hash_lup[0][0][25] = 539;
assign hash_lup[0][0][26] = 94;
assign hash_lup[0][0][27] = 669;
assign hash_lup[0][0][28] = 425;
assign hash_lup[0][0][29] = 718;
assign hash_lup[0][0][30] = 932;
assign hash_lup[0][0][31] = 780;
assign hash_lup[0][0][32] = 268;
assign hash_lup[0][0][33] = 48;
assign hash_lup[0][0][34] = 753;
assign hash_lup[0][0][35] = 336;
assign hash_lup[0][0][36] = 647;
assign hash_lup[0][0][37] = 774;
assign hash_lup[0][0][38] = 1014;
assign hash_lup[0][0][39] = 374;
assign hash_lup[0][0][40] = 252;
assign hash_lup[0][0][41] = 1006;
assign hash_lup[0][0][42] = 740;
assign hash_lup[0][0][43] = 771;
assign hash_lup[0][0][44] = 667;
assign hash_lup[0][0][45] = 74;
assign hash_lup[0][0][46] = 646;
assign hash_lup[0][0][47] = 905;
assign hash_lup[0][0][48] = 279;
assign hash_lup[0][0][49] = 446;
assign hash_lup[0][0][50] = 784;
assign hash_lup[0][0][51] = 489;
assign hash_lup[0][0][52] = 243;
assign hash_lup[0][0][53] = 281;
assign hash_lup[0][0][54] = 367;
assign hash_lup[0][0][55] = 170;
assign hash_lup[0][0][56] = 498;
assign hash_lup[0][0][57] = 919;
assign hash_lup[0][0][58] = 931;
assign hash_lup[0][0][59] = 62;
assign hash_lup[0][0][60] = 926;
assign hash_lup[0][0][61] = 516;
assign hash_lup[0][0][62] = 528;
assign hash_lup[0][0][63] = 326;
assign hash_lup[0][1][0] = 1010;
assign hash_lup[0][1][1] = 505;
assign hash_lup[0][1][2] = 272;
assign hash_lup[0][1][3] = 92;
assign hash_lup[0][1][4] = 970;
assign hash_lup[0][1][5] = 75;
assign hash_lup[0][1][6] = 512;
assign hash_lup[0][1][7] = 393;
assign hash_lup[0][1][8] = 283;
assign hash_lup[0][1][9] = 935;
assign hash_lup[0][1][10] = 542;
assign hash_lup[0][1][11] = 475;
assign hash_lup[0][1][12] = 963;
assign hash_lup[0][1][13] = 51;
assign hash_lup[0][1][14] = 779;
assign hash_lup[0][1][15] = 788;
assign hash_lup[0][1][16] = 847;
assign hash_lup[0][1][17] = 128;
assign hash_lup[0][1][18] = 16;
assign hash_lup[0][1][19] = 704;
assign hash_lup[0][1][20] = 889;
assign hash_lup[0][1][21] = 644;
assign hash_lup[0][1][22] = 753;
assign hash_lup[0][1][23] = 742;
assign hash_lup[0][1][24] = 1023;
assign hash_lup[0][1][25] = 909;
assign hash_lup[0][1][26] = 238;
assign hash_lup[0][1][27] = 313;
assign hash_lup[0][1][28] = 359;
assign hash_lup[0][1][29] = 525;
assign hash_lup[0][1][30] = 605;
assign hash_lup[0][1][31] = 866;
assign hash_lup[0][1][32] = 421;
assign hash_lup[0][1][33] = 861;
assign hash_lup[0][1][34] = 275;
assign hash_lup[0][1][35] = 425;
assign hash_lup[0][1][36] = 550;
assign hash_lup[0][1][37] = 479;
assign hash_lup[0][1][38] = 294;
assign hash_lup[0][1][39] = 182;
assign hash_lup[0][1][40] = 157;
assign hash_lup[0][1][41] = 585;
assign hash_lup[0][1][42] = 821;
assign hash_lup[0][1][43] = 33;
assign hash_lup[0][1][44] = 547;
assign hash_lup[0][1][45] = 510;
assign hash_lup[0][1][46] = 978;
assign hash_lup[0][1][47] = 766;
assign hash_lup[0][1][48] = 567;
assign hash_lup[0][1][49] = 912;
assign hash_lup[0][1][50] = 639;
assign hash_lup[0][1][51] = 862;
assign hash_lup[0][1][52] = 163;
assign hash_lup[0][1][53] = 217;
assign hash_lup[0][1][54] = 731;
assign hash_lup[0][1][55] = 133;
assign hash_lup[0][1][56] = 93;
assign hash_lup[0][1][57] = 281;
assign hash_lup[0][1][58] = 3;
assign hash_lup[0][1][59] = 424;
assign hash_lup[0][1][60] = 27;
assign hash_lup[0][1][61] = 726;
assign hash_lup[0][1][62] = 960;
assign hash_lup[0][1][63] = 245;
localparam integer ORDER = $clog2(N_BLOCKS);
localparam integer N_LUPS = KEY_SIZE / ORDER;
logic [N_TABLES-1:0][N_LUPS-1:0][TABLE_SIZE-1:0] tmp;
logic [N_TABLES-1:0][TABLE_SIZE-1:0] tmp_out;
always_comb begin : HASH_CALC_1
	for(int i = 0; i < N_TABLES; i++) begin
		for(int j = 0; j < N_LUPS; j++) begin
			tmp[i][j] = hash_lup[i][key_in[i][j+:ORDER]][j];
		end
	end
end
always_comb begin : HASH_CALC_2
	tmp_out = 0;
	for(int i = 0; i < N_TABLES; i++) begin
		for(int j = 0; j < N_LUPS; j++) begin
			tmp_out[i] ^= tmp[i][j];
		end
	end
end
assign hash_out = tmp_out;
endmodule  
### flow/run.sh
#!/bin/bash
# OpenROAD 26Q1-2900-gdf79404cd8, Yosys 0.63+post, stock flow scripts
make -C /OpenROAD-flow-scripts/flow DESIGN_CONFIG=/design/flow/config.mk WORK_HOME=/design/flow/orfs finish
### flow/config.mk
export PLATFORM = sky130hd
export DESIGN_NAME = hash
export DESIGN_NICKNAME = hash
export VERILOG_FILES = /design/flow/design.v
export SDC_FILE = /design/flow/constraint.sdc
export NUM_CORES = 4
export LEC_CHECK = 1
export CORE_UTILIZATION = 30
### flow/constraint.sdc
current_design hash

set clk_period 3.3
set clk_io_pct 0.2

create_clock -name clk0 -period $clk_period

set non_clock_inputs [all_inputs -no_clocks]
set_input_delay [expr $clk_period * $clk_io_pct] -clock clk0 $non_clock_inputs
set_output_delay [expr $clk_period * $clk_io_pct] -clock clk0 [all_outputs]
==> impl_metrics.ini <==
; yosys + openroad results
[logic_synthesis]
yosysChipArea_um2 = 1490
synth.most_common_cell = xnor2_1
synth.distinct_cells = 5
yosys_warnings = 2
top_cell_area_share = 0.522
syn_area_um2 = 1490
synth_seq_share = 0
synthTopCellsByCount = xnor2_1, xnor3_1, xor2_1
postSynthCellCount = 132
syn_avg_cell_area_um2 = 11.3
ys_cells = 132
top_cells_by_area = xnor2_1, xnor3_1, xor2_1
top_area_cell = xnor2_1

[pwr]
peakVddDrop_v = 0.000300
combPwrFrac = 1.000
power_density_nw_per_um2 = 469
pwr-share-clk = 0
seqPwrFrac = 0
intPower_mw = 1.02
swShare = 0.336
p_switching_uw = 515
leakagePower_nw = 1.65

[route]
n_antenna_cell = 0
totalWireLength_mm = 4.89
num_vias = 1443
detail_route.wl_per_cell_um = 13.9
antenna_left = 0
viasPerCell = 4.10
drc = 0
dr.pass1.iters = 4
drtIter0Drc = 19

[placement]
dp_slack_ns = -0.544
gp_congestion = 0.884
hpwl_mm = 3.96
portBuffers = 74

[global_routing]
met2_usage = 0.321
grtUsageMet1 = 0.304
grtUsageMet3 = 0.0197
gr-max-usage-layer = met2
grt_max_degree = 4
grt_pass1_wl_mm = 7.33
grt_overflow_total = 0
antenna_found_initial = 0
grtUsageTotal = 0.194
grt_pass1_vias = 1500

[floorplan]
initial_core_util = 0.314
core_area_um2 = 4750
die_w_um = 72.6
dieArea_um2 = 5270
rows = 25
die_h_um = 72.6
ios = 74

[critical_path]
critPathTopFamily = XOR/XNOR gates
critPathKind = primary input to output pin
critical_path.startpoint_type = primary input
worstPathArrival_ns = 2.61
slowest_stage = xor3_2
crit_fanout = 2
endpoint_kind = output pin
cpPeakStageDelay_ns = 0.45
cp.required_ns = 2.64
path_cells = clkbuf_2, xnor3_2, xor3_2, buf_6, buf_6, xnor3_2, xnor2_2, xnor2_1, buf_2
crit_buf_inv = 4

[timing]
setup_ws_ns = 0.0325
hold_violations = 0
fmax_mhz = 306
min_period_over_period = 0.990
holdWs_ns = 2.02
period_minus_slack_ns = 3.27
setup_viol_count_final = 0
slew_violations = 0
max_slew_margin = 0.781
rsz0062_at_grt = yes
max_slew.worst_pin.slew_ns = 0.326

[finish]
area_growth_pct = 118
finish.utilization = 0.686
regArea_um2 = 0
clockBufferCount = 0
flops = 0
drive_above_1_share = 0.481

[clock_tree]
cts_hold_buf = 0

[outcome]
outcome = finished clean

[flow_run]
cap_violations = 0
tool_warnings = 34

[min_path]
hp-class = primary input to output pin
## power groups by stage
stage | sequential, mW | clock, mW | combinational [mW]
4_1_cts | 0 | 0 | 1.50
5_1_grt | 0 | 0 | 1.63
6_report | 0 | 0 | 1.53
## placed cells by master, fill, tap and decap left out, drive strengths merged
cell	n
buf	83
xnor2	89
clkdlybuf4s50	16
xor3	1
xnor3	23
xor2	19
clkbuf	2
dlymetal6s2s	5
dlygate4sd2	44
clkdlybuf4s15	3
## logic make-up (layout without fill, tap and decap cells)
| group | count (synthesis) | in the layout | synth area share |
|---|---|---|---|
| xor+xnor | 132 | 132 | 1.00 |
| buf+inv | 0 | 153 | 0 |
## repair_timing
action | in CTS | in global routing
gates cloned | 0 | 0
buffers inserted | 12 | 4
pin swaps | 46 | 14
endpoints found under the hold margin | 0 | 0
gates resized | 114 | 20
endpoints found under the setup margin | 10 | 8
## through the flow
step                instances  area, um^2  power, mW  setup TNS, ns
floorplan                 132        1490      0.707              0
global placement          337        2800       1.42          -4.07
detailed placement        337        2800       1.41          -3.95
CTS                       348        3160       1.50         -0.196
global route              352        3260       1.63        -0.0323
finish                    352        3260       1.53              0
## per-layer routing
layer  part of all wire  vias to the layer above
li1                   -                      732
met1               0.48                      669
met2               0.48                       42
met3              0.038                        0
met4                  0                        0
met5                  0                        -
## layout make-up
type,instances,area (um^2)
multi-input combinational,132,1870
fill,357,1490
timing repair buffer,153,1310
tap,67,83.8
## path summary, 6_finish.rpt
path,cells past startpoint,start,end,slack (ns)
hold / removal,4,key_in[33],hash_out[6],2.02
setup / recovery,9,key_in[59],hash_out[8],0.03
Power and IR drop assume default switching activity.
